===== config.mk =====
export PLATFORM = sky130hd
export DESIGN_NAME = alu
export DESIGN_NICKNAME = alu
export VERILOG_FILES = /design/flow/design.v
export SDC_FILE = /design/flow/constraint.sdc
export NUM_CORES = 4
export LEC_CHECK = 1
export CORE_UTILIZATION = 40

===== constraint.sdc =====
current_design alu

set clk_period 11.8
set clk_io_pct 0.2

create_clock -name clk0 -period $clk_period

set non_clock_inputs [all_inputs -no_clocks]
set_input_delay [expr $clk_period * $clk_io_pct] -clock clk0 $non_clock_inputs
set_output_delay [expr $clk_period * $clk_io_pct] -clock clk0 [all_outputs]

===== design.v =====
`timescale 1ns / 1ps
module alu(
    input [31:0] op1,
    input [31:0] op2,
    input [3:0] alu_sel,
    output reg [31:0] alu_out,
    output zero,
    output reg carry,
    output reg overflow
);
    reg [31:0] add_result, logic_result, shift_result, cmp_result;
    reg add_carry, add_overflow;
    reg cmp_zero, cmp_lt;
    wire [31:0] B_in = op2 ^ {32{alu_sel[0]}};  
    wire [32:0] sum = {1'b0, op1} + {1'b0, B_in} + alu_sel[0];
    always @(*) begin
        add_result = sum[31:0];
        add_carry = sum[32];
        add_overflow = (op1[31] == B_in[31]) && (add_result[31] != op1[31]);
    end
    always @(*) begin
        case (alu_sel[1:0])
            2'b00: logic_result = op1 & op2;
            2'b01: logic_result = op1 | op2;
            2'b10: logic_result = op1 ^ op2;
            default: logic_result = 32'd0;
        endcase
    end
    always @(*) begin
        case (alu_sel[1:0])
            2'b00: shift_result = op1 << op2[4:0];
            2'b01: shift_result = op1 >> op2[4:0];
            2'b10: shift_result = $signed(op1) >>> op2[4:0];
            default: shift_result = 32'd0;
        endcase
    end
    always @(*) begin
        cmp_lt = (alu_sel[0] == 1'b0) ? (op1 < op2) : ($signed(op1) < $signed(op2));
        cmp_zero = (op1 == op2);
        cmp_result = {31'd0, cmp_lt};  
    end
    always @(*) begin
        case (alu_sel[3:2])
            2'b00: alu_out = add_result;
            2'b01: alu_out = logic_result;
            2'b10: alu_out = shift_result;
            2'b11: alu_out = cmp_result;
            default: alu_out = 32'd0;
        endcase
    end
    assign zero = (alu_out == 32'd0);
    always @(*) begin
        carry = (alu_sel[3:2] == 2'b00) ? add_carry : 1'b0;
        overflow = (alu_sel[3:2] == 2'b00) ? add_overflow : 1'b0;
    end
endmodule

===== run.sh =====
#!/bin/bash
# OpenROAD 26Q1-2900-gdf79404cd8, Yosys 0.63+post, stock flow scripts
make -C /OpenROAD-flow-scripts/flow DESIGN_CONFIG=/design/flow/config.mk WORK_HOME=/design/flow/orfs finish

==> Changelog: implementation <==
### Changed

* Yosys Warn Count at 1
* Layout area overhead at 11.7%
* Max VDD drop at 0.0000230 V
* Pleak at 4.48 nW
* Final ANT Viol Nets at 0
* First-pass GRT wire length at 60.5 mm
* Vias in the first global route at 9,716
* Kind of critical path: in2out
* Min Tclk post-route at 9620 ps
* Synth Area in Compound Gates at 0.252
* FF/Latch Area at 0 sq um
* Pwr Total at 0.000566 W
* DRC at 0
* Basic Gates by Area at 0.168
* Gr ovfl total at 0
* Critical path data required time at 9440 ps
* Final number of setup-violating endpoints at 0
* Hold Buf Count CTS at 0
* Hold Startpoint: alu_sel[0]
* Synthesized instance count at 1,224
* Register area share after synthesis at 0
* Crit start category: input pin
* Outcome: complete, no violations
* Dominant comb cell: multiplexers
* Critical path arrival at 7260 ps
* Logic area at 8610 sq um
* Dominant cell area share at 0.170
* Top Ports at 103
* RSZ-0062 raised after global routing: false
* Chip area in the Yosys report at 9410 sq um
* Hold Path Sink: alu_out[28]
* WHS Path Cells at 5
* Highest-count logic cell in the final layout: ha_1
* Core area at 22,800 sq um
* Fmax at 0.104 GHz
* Max Slew Vio Count at 0
* Tcrit/Tclk final at 0.815
* DP HPWL at 30.5 mm
* DR iter-0 viols at 783
* PortBufs at 103
* Leading area contributor after synthesis: ha_1
* DR vias at 10,228
* Initial antenna violation count at 0
* Post-synthesis average cell area at 7.69 sq um
* Synthesized area at 9410 sq um
* CP max FO at 8
* Crit path capture type: output pin
* Flop Count at 0
* WL/cell at 25.8 microns
* Synth unique cells at 74
* Antenna cells at 0
* Routability cong. at 1.06
* Die W at 155 microns
* Yosys xor share at 0.0456
* Setup Fix Bufs, Post-CTS at 0
* Clock buf count at 0
* Max_slew headroom at 0.332
* Vias per cell at 6.57
* Most frequent cells in the layout: ha_1 (128), nand2_1 (111), clkdlybuf4s50_1 (97)
* Mux share at 0.276
* Fa+ha+maj area frac at 0.172
* First-pass DRT Iterations at 5
* Resized Gates After CTS at 0
* Top cells, area: ha_1 (17%), mux4_2 (15%), mux2i_1 (9.4%)
* Die y size at 155 microns
* Initial Util at 0.412
* Pin count of the biggest net entering global routing at 61
* Die Size at 24,100 sq um
* Tool Warnings at 97
* Setup TNS Final at 0 ps
* Overall routing resource usage at 0.341
* Final Hold Fails at 0
* Worst-Margin Slew at 1000 ps
* Total Wirelength at 40.2 mm
* Pwr Density at 53.8 nW/um^2
* Hold Path Class: in2out
* Core Rows at 55
* # fillers at 2,302
* Yosys stat cell total at 1,224
* Max-Cap Viols at 0
* Layout cell share with drive strength beyond 1 at 0.101
==> cell families (layout without fill, tap and decap cells) <==
logic type      after synthesis  count (layout)
mux                         173             173
fa+ha+maj                   129             129
buf+inv                     193             212
simple gates                325             325
xor+xnor                     49              49
compound gates              355             355
==> per-stage QoR <==
| step | utilization | setup WS (ps) | cell area [sq um] | hold slack, ps | std cells |
|---|---|---|---|---|---|
| finish | 0.460 | 2180 | 10500 | 5810 | 1556 |
| global route | 0.460 | 1840 | 10500 | 5890 | 1556 |
| global placement | 0.460 | 2310 | 10500 | 5820 | 1556 |
| CTS | 0.460 | 2260 | 10500 | 5810 | 1556 |
| floorplan | - | 2790 | 9410 | 4900 | 1224 |
| detailed placement | 0.460 | 2300 | 10500 | 5800 | 1556 |
==> layer usage <==
layer,GRT usage,part of all wire
met3,0.0979,0.10
met5,0.00207,0
met4,0.105,0.036
met2,0.508,0.44
met1,0.482,0.43
==> report_power, final <==
part / internal [W] / switching [W] / total, W
registers: 0 / 0 / 0
clock network: 0 / 0 / 0
logic: 0.000239 / 0.000327 / 0.000566
==> synth_stat cells, types with 9 or more instances <==
library cell	instances
xnor2_1	12
or3_1	16
mux2i_1	88
nor2b_1	10
o22ai_1	42
a2111oi_0	9
o221ai_1	13
nor4_1	16
nand3_1	31
o31ai_1	12
mux4_2	62
o21ai_0	58
xor2_1	37
nor2_1	59
nand2b_1	11
a21o_1	15
buf_2	22
ha_1	128
o211ai_1	27
mux2_2	19
nor3_1	22
and3_1	12
inv_1	81
a21oi_1	74
nand2_1	111
buf_1	11
clkbuf_1	67
a22oi_1	15
a211oi_1	18
==> final cells by class <==
class,instances,area share
tap,313,0.0372
multi-input combinational,1031,0.819
timing repair buffer,129,0.114
inverter,83,0.0296
==> worst max-delay path by stage <==
stage / start / endpoint / slack [ps] / depth (start not counted)
after CTS: op1[0] / zero / 2260 / 15
after global routing: op2[0] / zero / 1840 / 12
final: op1[0] / zero / 2180 / 15
==> worst max-delay path: stages <==
cell	delay [ps]
clkdlybuf4s50_1	600
mux2i_1	400
inv_1	100
fa_1	440
a211oi_1	370
o211ai_1	230
a21boi_1	530
o22ai_1	310
a21o_1	260
a211o_1	270
nand3b_1	160
nor4_1	370
nand4_1	240
nor2_1	160
clkdlybuf4s50_1	460
Power and IR drop assume default switching activity.
