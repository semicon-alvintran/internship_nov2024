$ cat ./constraint.sdc
current_design i2c

set clk_period 3.6
set clk_io_pct 0.2

create_clock -name clk0 -period $clk_period [get_ports {clk_ex}]

set non_clock_inputs [all_inputs -no_clocks]
set_input_delay [expr $clk_period * $clk_io_pct] -clock clk0 $non_clock_inputs
set_output_delay [expr $clk_period * $clk_io_pct] -clock clk0 [all_outputs]
$ cat ./config.mk
export PLATFORM = sky130hd
export DESIGN_NAME = i2c
export DESIGN_NICKNAME = i2c
export VERILOG_FILES = /design/flow/design.v
export SDC_FILE = /design/flow/constraint.sdc
export NUM_CORES = 4
export LEC_CHECK = 1
export CORE_UTILIZATION = 30
$ cat ./design.v
module FSM_i2c_master(
    input logic clk,
    input logic reset_n,
    input logic start,
    input logic [6:0] address,
    input logic rw,
    input logic [7:0] idata,
    input logic ACK_ADDR,
    input logic sda_in,
	 output logic m_stop,
    output logic hold,
    output logic [7:0] odata,
    output logic i2c_sda, 
    output logic i2c_scl
);
    typedef enum logic [2:0] {
        IDLE,        
        START,       
        ADDR,        
        RW,
        ACKADDR,     
        DATA,        
        ACKDATA,     
        STOP         
    } state_t;
    state_t state;
    logic [3:0] count;
    logic i2c_scl_en;
    logic [7:0] reg_out;
	 logic [6:0] address_store;
	 logic [7:0] reg_in;
	 assign odata = reg_out;
    assign i2c_scl = (i2c_scl_en == 0) ? 1 : clk;
  always @(negedge clk or negedge reset_n) begin
        if (~reset_n) begin
            i2c_scl_en <= 1'b0;
        end else begin
            if ((state == IDLE) || (state == START) || (state == STOP)) begin
                i2c_scl_en <= 1'b0;
            end else begin
                i2c_scl_en <= 1'b1;
            end
        end 
    end
	  always @(posedge clk or negedge reset_n) begin
        if (~reset_n) begin
            reg_in <= 8'b0;
				address_store <= 7'b0;
        end else begin
           if(start && (rw==0)) begin
					 reg_in <= idata;
					 address_store <= address;
			  end else begin
					 address_store <= address;
			  end
		  end
    end
    always @(posedge clk or negedge reset_n) begin
        if (~reset_n) begin
            state <= IDLE;
				hold <= 1'b0;
            count <= 4'b0;
            i2c_sda <= 1'b1;
				m_stop <= 1'b1;
        end else begin 
            case (state)
                IDLE: begin
                    i2c_sda <= 1'b1;
                    if (start) begin
                        state <= START; 
                    end else begin
                        state <= IDLE;
                    end
                end
                START: begin
                    i2c_sda <= 1'b0;
                    state <= ADDR;
                    count <= 6;
						  m_stop <= 1'b0;
                end
                ADDR: begin
                    i2c_sda <= address_store[count];
                    if (count == 0) begin 
                        state <= RW; 
                    end else begin 
                        count <= count - 1; 
                    end
                end
                RW: begin
                    i2c_sda <= rw;
                    state <= ACKADDR;
                end
                ACKADDR: begin
                    if (ACK_ADDR) begin
                        i2c_sda <= 1'b1;
                        state <= DATA;
                    end else if (sda_in == 1) begin
                        state <= ACKADDR;
                    end else begin
                        state <= STOP;
								m_stop <= 1;
                    end
						  if(~rw) begin
								count <= 4'd7;
						  end else begin
								count <= 4'd9;
						  end
                end
                DATA: begin
                    if (~rw) begin
                        i2c_sda <= reg_in[count];
                    end else begin
                      	i2c_sda <= sda_in;
                      	reg_out[count] <= sda_in;
								hold <= 1'b1;
                    end
                    if (count == 0) begin 
                        state <= ACKDATA; 
                    end else begin 
                        count <= count - 1; 
                    end
                end
                ACKDATA: begin
                    i2c_sda <= 1'b1;
                    state <= STOP;
                end
                STOP: begin
                    i2c_sda <= 1'b0;
						  hold <= 1'b0;
                    state <= IDLE;
						  m_stop <= 1;
                end
                default: state <= IDLE;
            endcase
        end
    end
endmodule
module FSM_i2c_slave(
	 input  logic m_stop,
    input  logic reset_n,
    input  logic i2c_sda,     
    input  logic i2c_scl,     
    output logic valid_address,  
    output logic sda_out       
);
    typedef enum logic [2:0] {
        IDLE,        
        ADDR,        
        RW,          
		  bool,
        DATA_WRITE,  
        DATA_READ    
    } state_t;
    state_t state;
    localparam logic [6:0] slave_address = 7'b1010100;   
    logic [6:0] addr_buffer;     
    logic rw_bit;                
    logic [7:0] data_reg;        
    logic [7:0] data_buffer;     
    logic [3:0] bit_count;       
    assign valid_address = (state == RW) && (addr_buffer == slave_address);
	 assign data_reg = data_buffer;
  always @(posedge i2c_scl or negedge reset_n) begin
        if (~reset_n) begin
            state <= IDLE;
            addr_buffer <= 7'b0;
            rw_bit <= 1'b0;
            bit_count <= 4'd0;
            sda_out <= 1'b1;
        end else begin
            case (state)
                IDLE: begin
                    if (i2c_sda == 0 && i2c_scl == 1 && m_stop == 0) begin  
                        state <= ADDR;
                        bit_count <= 6;  
                    end 
                end
                ADDR: begin
                    addr_buffer[bit_count] <= i2c_sda;
                    if (bit_count == 0) begin
                        state <= RW;
                    end else if(m_stop) begin
								state <= IDLE;
						  end else begin
                        bit_count <= bit_count - 1;
                    end
                end
                RW: begin
                    rw_bit <= i2c_sda;
                    if (addr_buffer == slave_address) begin
                        sda_out <= 1;  
								state <= bool;
								bit_count <= 7; 
                    end else begin
								sda_out <= 0;
                        state <= IDLE;  
                    end
                end
					 bool: begin
						state <= (rw_bit) ? DATA_READ : DATA_WRITE;  
					 end
                DATA_WRITE: begin
                    data_buffer[bit_count] <= i2c_sda;  
                    if (bit_count == 0) begin
                        state <= IDLE;  
                    end else begin
                        bit_count <= bit_count - 1;
                    end
                end
                DATA_READ: begin
                    sda_out <= data_reg[bit_count];  
                    if (bit_count == 0) begin
                        state <= IDLE;  
                    end else begin
                        bit_count <= bit_count - 1;
                    end
                end
                default: state <= IDLE;
            endcase
        end
    end
endmodule
module clock_divide(
	input logic clk,
   input logic rst_n,
  	input logic [6:0] address,
  	input logic [7:0] writedata,
	output logic [9:0] stretch,
  	output logic clk_out
);
  localparam logic [2:0] CLK_400KHZ = 3'd4;
  localparam logic [1:0] CLK_100KHZ = 1'd1;
  logic state;
  logic [9:0] count;
  logic [9:0] counter;
  logic [9:0] clk_in; 
  assign clk_in = {writedata,2'b0};
  assign stretch = (count<<1) + 2;
  always@(posedge clk or negedge rst_n) begin
    if(~rst_n) begin
      count <=  8'b0;
      state <= 2'b0;
    end else begin
      case(address)
        7'd0: begin 
          state <= 1'b1;
          count <= ((clk_in/CLK_400KHZ)/2)-1;
        end
        7'd1: begin 
          state <= 1'b1;
          count <= ((clk_in/CLK_100KHZ)/2)-1;
        end
        7'd2: begin
          state <= 1'b0;
        end
      endcase
    end
  end
  always@(posedge clk or negedge rst_n) begin
    if(~rst_n) begin
    	clk_out <= 0;
      	counter <= 0;
    end else if(state) begin
      if (counter == count) begin
               counter <= 0;
               clk_out <= ~clk_out;
        end else begin
               counter <= counter + 1;
        end
    end else begin
      	clk_out <= clk;
    end
  end
endmodule
module i2c(
	input logic clk_ex,
	input logic rst_n,
	input logic [6:0] address,
	input logic [7:0] writedata,
	input logic cs,
	input logic rd,
	input logic wr,
	output logic stop,
	output logic [7:0] readata
);
		logic clk_inter;
		logic rw;
		logic start;
		logic [7:0] writedataout;
		logic [6:0] addressout;
		logic [9:0] stretch;
		logic valid_address;
		logic sda_out;
		logic hold;
		logic i2c_sda;
		logic i2c_scl;
	clock_divide clkgen(
		.clk(clk_ex),
		.rst_n(rst_n),
		.address(address),
		.writedata(writedata),
		.clk_out(clk_inter),
		.stretch(stretch)
	);
	start_gen genstart(
        .clk(clk_inter),
        .clk_ex(clk_ex),
        .cs(cs),
        .wr(wr),
        .rd(rd),
        .rst_n(rst_n),
        .stretch(stretch),
		  .start(start),
        .rw(rw),
        .writedatain(writedata),
        .writedataout(writedataout),
		  .addressin(address),
        .addressout(addressout),
        .hold(hold),
        .stop(stop)
    );
	 FSM_i2c_master fsmmaster(
		.clk(clk_inter),
		.reset_n(rst_n),
		.start(start),
		.address(addressout),
		.rw(rw),
		.idata(writedataout),
		.ACK_ADDR(valid_address),
		.sda_in(sda_out),
		.hold(hold),
		.odata(readata),
		.i2c_sda(i2c_sda),
		.i2c_scl(i2c_scl)
	 );
	 FSM_i2c_slave fsmslave(
        .reset_n(rst_n),
        .i2c_sda(i2c_sda),
        .i2c_scl(i2c_scl),
        .valid_address(valid_address),
        .sda_out(sda_out)
    );
endmodule
module start_gen (
    input logic clk,        
    input logic clk_ex,     
    input logic cs,         
    input logic wr,         
    input logic rd,         
    input logic rst_n,      
	 input logic [9:0] stretch,
  	 input logic [7:0] writedatain,
  	 input logic [6:0] addressin,
  	 input logic hold,  
    output logic stop, 
  	 output logic [7:0] writedataout,
  	 output logic [6:0] addressout,
    output logic start,      
  	 output logic rw
);
    logic cs_sync_ex, wr_sync_ex, rd_sync_ex;
    logic start_ex;   
    logic start_stretched;  
  	logic read_hold;
  	logic [7:0] writestore;
  	logic [6:0] addressstore;
    always @(posedge clk_ex or negedge rst_n) begin
        if (~rst_n) begin
            cs_sync_ex <= 1'b0;
            wr_sync_ex <= 1'b0;
            rd_sync_ex <= 1'b0;
        end else begin
            cs_sync_ex <= cs;
            wr_sync_ex <= wr;
            rd_sync_ex <= rd;
        end
    end
    always @(posedge clk_ex or negedge rst_n) begin
        if (~rst_n) begin
            start_ex <= 1'b0;
        end else begin
            start_ex <= cs_sync_ex && (wr_sync_ex || rd_sync_ex);
        end
    end
  	logic [9:0] stretch_counter;  
    always @(posedge clk_ex or negedge rst_n) begin
        if (~rst_n) begin
            start_stretched <= 1'b0;
            stretch_counter <= 2'b0;
          	read_hold <= 1'b0;
				writestore <= 8'b0;
				addressstore <= 7'b0;
        end else if (start_ex) begin
            start_stretched <= 1'b1;
            stretch_counter <= stretch;
				writestore <= writedatain;
            addressstore <= addressin;
          if(rd) begin
            read_hold <= 1'b1;
          end else if(wr) begin
          	read_hold <= 1'b0;
          end
        end else if (stretch_counter != 0) begin
            stretch_counter <= stretch_counter - 1;
        end else begin
            start_stretched <= 1'b0;
        end
    end
    logic start_sync_1, start_sync_2;
    always @(posedge clk or negedge rst_n) begin
        if (~rst_n) begin
            start_sync_1 <= 1'b0;
            start_sync_2 <= 1'b0;
        end else begin
            start_sync_1 <= start_stretched;   
            start_sync_2 <= start_sync_1;     
        end
    end
  	always @(posedge clk or negedge rst_n) begin
        if (~rst_n) begin
            stop <= 1'b0;
        end else if(hold) begin
            stop <= 1'b1;
        end else begin
          	stop <= 1'b0;
        end
    end
  assign start = start_sync_1 && (start_sync_2==0);
  assign rw = read_hold;
  assign writedataout = writestore;
  assign addressout = addressstore;
endmodule
$ cat ./run.sh
#!/bin/bash
# OpenROAD 26Q1-2900-gdf79404cd8, Yosys 0.63+post, stock flow scripts
make -C /OpenROAD-flow-scripts/flow DESIGN_CONFIG=/design/flow/config.mk WORK_HOME=/design/flow/orfs finish
==> run notes <==
Physical design

Antenna repair during routing inserted a diode count of 0. STA classifies the critical path startpoint as an input port. The worst VDD IR drop from the latest analysis is approximately 0.00023 V. STA puts the critical path data required time at between 3000 and 4000 ps. The final hold violation count stands at 1. The cell count after synthesis came out at 505.

Entering global routing, the biggest net connects 57 pins. The placed wire-length estimate stands at 7580 um. The synthesized netlist has a Yosys-reported chip area of about 5400 um^2. The checks that failed: hold timing. The worst-case register-to-register setup slack stands at around 1600 ps. Global route summary, busiest routing layer listed as met1. Setup repair after global routing left no endpoint under its margin. The routing usage on met1 stands at approximately 20%. After routing the design area is 6180 um^2. The number of register pins that no clock reaches stands at 57. The count of unique library cells instantiated by Yosys stands at 51. At the later pin of the worst-skew pair, clock insertion delay measures 400 ps.

The initial antenna violation count stands at 0. The synthesized area per cell stands at 10.8 um^2. The total wirelength of the detailed-routed design stands at 10200 um. Of all flip-flops after synthesis, the portion carrying an async set or reset was 85.5%. The number of global-route vias before repair stands at ~3600. The chip height stands at 137 um. The run reported a max-capacitance violation count of 0. The worst setup timing slack at the placement stage stands at approximately 1000 ps. For this block, the via count after detailed routing is between 3000 and 4000. The headroom to the max-slew limit stands at 56.1%. The main area contributors are dfrtp_1 41%, edfxtp_1 8.8%, mux2_2 6.0%.

Among all cell types in the netlist, the one instantiated most often is dfrtp_1. For the finished layout, the period the worst path requires is 2110 ps. The per-cell routed wire length stands at 13.6 um. Once the clock tree was built, the resizer swapped 0 gates to a different size. The first detailed-routing pass ran for 4 iterations. The type recorded for the worst min-delay path is clock port to register. By count the netlist is led by 89 x dfrtp_1, 45 x nor2_1, 36 x nand2_1. Per STA, the worst path accumulates the most delay in the family buffers and inverters. The run finished, with violations left. The highest clock frequency the design can meet stands at 473 MHz.

According to the floorplan log, the row count is between 40 and 50. The total die area stands at 18700 um^2. The count of port buffers added during placement stands at 28. Among all stages on the critical path, the largest delay is contributed by clkdlybuf4s50_1. The critical path in the final layout is reported with a setup slack of between 1000 and 1500 ps.

The worst setup path is captured at a register. The critical path goes through clkdlybuf4s50_1 > inv_1 > ha_1 > a21bo_2 > nor3_1 > xor2_1 > mux2i_1 > o21ai_0. Per the hold report, the tightest min-delay path originates at clk_ex. The commonest register cell is dfrtp_1. The power density over cell area stands at around 400 nW/um^2. The final RePlAce weighted congestion stands at 0.872. Along the critical path, the tally of buffer and inverter instances is 2. Per the final layout report, the fraction of cells sized above drive strength 1 comes to 11.6%.

On the final layout, the worst hold slack is -21.0 ps. The synthesized design contains 16 enable-type register cells. For the pin with the worst max-slew slack, the measured transition is 656 ps.

The mapped netlist covers 5440 um^2. The flop and latch count out of synthesis stands at roughly 110. The leakage power stands at 2.47 nW. The count of nets left with antenna violations once routing finished came out at 0.

The maximum fanout along the worst path stands at 5. OpenSTA lists the critical path startpoint as writedata[1]. Summed over all layers, the global routing overflow is 0.

According to the floorplan report, the placeable core area is 17500 um^2. The portion of the clock cycle consumed by the worst path in the final layout stands at 58.7%. Per the run report, area growth between synthesis and finish was 13.6%. The post-synthesis cell count from yosys stands at 505.

The delay contributed by the slowest stage of the critical path stands at 490 ps. According to the I/O placement log, the pin count is 29. The first routing iteration left 144 violations. The share of the Yosys chip area taken by registers is 52.2%. Per the detailed placement report, the placed cell area equals around 6000 um^2. The global-route wire length before repair stands at around 18000 um. After detailed routing, the number of remaining DRC violations is 0.

The overall global routing resource usage stands at 12.1%. The via-per-instance ratio stands at between 4 and 5. The number of hold buffers added after CTS stands at 0.

The synthesized design spends more area on one cell type than any other, namely dfrtp_1. The setup violation total in the final timing report stands at 0. The setup TNS stands at 0 ps. For this run, global-route usage on met3 was measured as 2.19%.

The yosys warning tally stands at 5. In the final report, the number of pins over their slew limit comes to 0. The clock-pin slew on the worst setup and hold paths stands at 70 ps. Data arrives at the worst endpoint at 2440 ps. The effective utilization at floorplan stands at a little under a third. The worst setup path is of the input port to register kind.

Looking at the reg2reg group, the worst path starts from genstart.stretch_counter[0]. TritonCTS built the clock tree. In this run the post-CTS setup repair buffer count came out at 0. Global routing used 17.8% of the available met2 tracks.

82 endpoints have no timing constraint. The number of warnings reported in the stage logs is 34. The share of synthesized area in the top cell type comes to 40.9%.

The floorplan step set the die width to 137 um. The worst clock skew on the final layout stands at 6.17 ps.
-- worst min-delay path: stages --
cell and delay [ps]:
clkbuf_16 100, clkbuf_16 110, nor2_1 30, a21oi_1 100
-- power by group --
group / switching, W / internal, W
registers: 0.000178 / 0.00109
clock network: 0.000239 / 0.000401
logic: 0.000304 / 0.000268
total: 0.000722 / 0.00176
-- path summary, 6_finish.rpt --
| check | cells past startpoint | endpoint |
|---|---|---|
| hold reg to reg | 1 | genstart.start_ex |
| hold / removal | 4 | clkgen.clk_out |
| setup reg to reg | 7 | genstart.stretch_counter[4] |
| setup / recovery | 8 | clkgen.count[6] |
| max in group asynchronous | 2 | clkgen.counter[4] |
| min in group asynchronous | 1 | genstart.cs_sync_ex |
-- routing by layer --
layer	vias up	routed length, um
met3	6	337
li1	1820	-
met5	-	0
met2	56	4520
met4	0	71
met1	1775	5300
-- per-stage QoR --
stage / hold slack [ps] / std cells / utilization [%] / power (W)
3_3_place_gp: 157 / 742 / 34.1 / 0.00184
2_1_floorplan: 154 / 505 / - / 0.00166
3_5_place_dp: 157 / 742 / 34.1 / 0.00186
6_report: -21.0 / 752 / 35.4 / 0.00248
4_1_cts: -23.6 / 752 / 35.4 / 0.00251
5_1_grt: 14.2 / 752 / 35.4 / 0.00264
-- cell families after synthesis --
group,Yosys count,share of synthesized area [%]
and+or+nand+nor,154,14.0
DFF,110,52.2
AOI/OAI and AO/OA,96,10.7
muxes,45,10.1
buffers and inverters,44,3.08
xor gates and xnor gates,42,6.76
adders and majority gates,14,3.22
-- area by class of cell --
type / instances / area, um^2
sequential: 110 / 2840
tap: 225 / 282
timing repair buffer: 33 / 328
clock buffer: 8 / 200
multi-input combinational: 351 / 2430
fill: 1667 / 11300
clock inverter: 2 / 13.8
inverter: 23 / 86.3
-- sequential cells by signal (all words and copies together), names as in the netlist, 3 cells and up --
register / count
clkgen.count: 10
clkgen.counter: 10
genstart.stretch_counter: 10
fsmmaster.reg_in: 8
fsmmaster.reg_out: 8
fsmmaster.state: 8
fsmslave.data_buffer: 8
genstart.writestore: 8
fsmmaster.address_store: 7
genstart.addressstore: 7
fsmmaster.count: 4
fsmslave.bit_count: 4
fsmslave.state: 3
-- placed cells by master, fill, tap and decap left out, types with 6 or more instances in the layout --
| cell type | Yosys | layout |
|---|---|---|
| a21o_1 | 6 | 6 |
| a21oi_1 | 23 | 23 |
| a22o_1 | 7 | 7 |
| and2_1 | 6 | 6 |
| clkbuf_16 | 0 | 8 |
| clkdlybuf4s50_1 | 0 | 27 |
| dfrtp_1 | 89 | 89 |
| edfxtp_1 | 16 | 16 |
| ha_1 | 14 | 14 |
| inv_1 | 23 | 23 |
| mux2_2 | 29 | 29 |
| mux2i_1 | 11 | 11 |
| nand2_1 | 36 | 36 |
| nand3_1 | 10 | 10 |
| nand4_1 | 7 | 7 |
| nor2_1 | 45 | 45 |
| nor3_1 | 17 | 17 |
| o21ai_0 | 35 | 35 |
| xnor2_1 | 29 | 29 |
| xor2_1 | 13 | 13 |
Power is estimated from default activity; no workload was simulated.
