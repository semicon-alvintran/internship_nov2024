[./design.v]
`timescale 1ns / 1ps
module data_memory(
    input clk, reset, MemWrite, MemRead,
    input [31:0] Address, writeData,
    output reg [31:0] readData
    );
    reg [31:0] Dmemory [63:0];  
    wire [5:0] memAddress = Address[7:2];  
    integer i;
    always @(*) begin   
        if(MemRead) begin   
            readData = Dmemory[memAddress];
        end 
        else begin
            readData = 32'h0;
        end
    end
    always @ (posedge clk or posedge reset) begin
        if(reset) begin
            for(i = 0; i < 64; i = i + 1) begin
                Dmemory[i] <= 32'h0;  
            end
        end
        else if(MemWrite) begin
            Dmemory[memAddress] <= writeData;  
        end
    end
endmodule
[./run.sh]
#!/bin/bash
# OpenROAD 26Q1-2900-gdf79404cd8, Yosys 0.63+post, stock flow scripts
make -C /OpenROAD-flow-scripts/flow DESIGN_CONFIG=/design/flow/config.mk WORK_HOME=/design/flow/orfs finish
[./config.mk]
export PLATFORM = sky130hd
export DESIGN_NAME = data_memory
export DESIGN_NICKNAME = data_memory
export VERILOG_FILES = /design/flow/design.v
export SDC_FILE = /design/flow/constraint.sdc
export NUM_CORES = 4
export LEC_CHECK = 1
export CORE_UTILIZATION = 30
[./constraint.sdc]
current_design data_memory

set clk_period 9.1
set clk_io_pct 0.2

create_clock -name clk0 -period $clk_period [get_ports {clk}]

set non_clock_inputs [all_inputs -no_clocks]
set_input_delay [expr $clk_period * $clk_io_pct] -clock clk0 $non_clock_inputs
set_output_delay [expr $clk_period * $clk_io_pct] -clock clk0 [all_outputs]
==> reports/qor.yml <==
io_pins: 100
cts_buffer_depth: 3
routed-via-count: 60868
pwr-share-comb_pct: 9.0
worst_path_max_delay_cell: "clkdlybuf4s50_1"
max_stage_delay_ps: 950
post_cts_buffers: 0
grt_use_total_pct: 24.6
synth-main-ff-cell: "dfrtp_1"
edf_count: 0
startpoint: "Address[4]"
wl_um: 356000
p_switching_mw: 5.27
root_buffer: "clkbuf_16"
drive_above_1_share_pct: 43.6
rrSetupSlack_ps: 8300
leakagePower_nw: 47.4
path_depth: 10
postCtsResizedCells: 0
maxCapViolCount: 0
avgViaCountPerCell: 5.76
dieArea_um2: 299000
synth_flops: 2048
tns_ps: 0
tightestPinTransition_ps: 1160
largestRegisters: "Dmemory x2048"
arrival_ps: 6470
synth_area_um2: 89100
finalSetupViolations: 0
drc: 0
power_density_nw_per_um2: 214
cts-buffers-inserted: 211
timing.final.max_slew_violations: 0
antenna_left: 0
mostFrequentLayoutCell: "dfrtp_1"
antenna_found_initial: 15
cp_num_buf_inv: 4
grt_start_max_net_pins: 130
fin_area_um2: 103000
grt_pass1_vias: 62202
ys_seq_share_pct: 57.5
grt_pass1_wl_um: 496000
largest_reg_flops: 2048
fmax_mhz: 121
relSlewSlack_pct: 22.6
syn2layout_area_growth_pct: 15.3
clkPwrFrac_pct: 41.5
intPower_mw: 16.7
setup_slack_ps: 810
grt-ovfl-total: 0
rsz0062_at_grt: "no"
status: "completed"
critPathCaptureType: "primary output"
path_cells: "clkdlybuf4s50_1 > buf_4 > nand4b_2 > nor2_4 > buf_4 > a22oi_1 > nand4_1 > nor4_1 > a31oi_1 > clkdlybuf4s50_1"
finalWorstPathRequiredPeriod_ps: 8290
r2r-start: "Dmemory[16][14]$_DFFE_PP0P_"
yosysUniqueCellTypes: 60
r2r_cells: 1
period_used_pct: 91.1
crit_required_ps: 7280
fp_util_pct: 30.2
synthArstFlopShare_pct: 100
fin_cells: 10576
yosys_area_um2: 89100
post-place-ws_ps: 875
synth_area_per_cell_um2: 13.7
skew_ps: 0
io_buffers: 73
layout_top_cells: "2,048 x dfrtp_1, 2,034 x mux2_2, 833 x a22oi_1, 295 x buf_4, 214 x clkbuf_16"
insertion_delay_ps: 870
drtIter0Drc: 5263
firstDrtPassIters: 6
comb_area_um2: 35700
avgRoutedWirePerCell_um: 33.6
warnings: 86
r2r-end: "Dmemory[16][14]$_DFFE_PP0P_"
yosysWarnings: 2
coreArea_um2: 295000
regArea_um2: 51200
holdBufCountCts: 0
hold_viol: 0
die_h_um: 547
dp.cells: 10179
path_class: "primary input to primary output"
critPathTopFamily: "buffers and inverters"
hp-class: "register to register"
fillers: 27791
power_frac_seq_pct: 49.5
regMostFlops: "Dmemory"
yosys_cells: 6518
die_x_um: 547
rows: 199
cts_max_level: 4
cts_tree: "yes"
dp_hpwl_um: 218000
place_congestion: 0.945
worstSetupStartpointType: "primary input"
path_max_fanout: 16
place_area_um2: 95400
synthCells: 6518
peakVddDrop_mv: 0.206
clock-sinks: 2048
clkTransAtPathRegs_ps: 60
p_sw_share_pct: 24.0
crit_end: "readData[12]"
-- layout make-up --
class	count	share of cell area [%]
Inverter	4	0.0183
Multi-Input combinational cell	3799	34.7
Timing Repair Buffer	409	3.49
Clock buffer	309	6.02
Clock inverter	74	1.11
Antenna cell	14	0.0341
Sequential cell	2048	49.9
Tap cell	3919	4.77
-- how the worst min path moves through the flow --
stage | end | cells after the start | start
final | Dmemory[0][10]$_DFFE_PP0P_ | 1 | Dmemory[0][10]$_DFFE_PP0P_
after global routing | Dmemory[0][9]$_DFFE_PP0P_ | 1 | Dmemory[0][9]$_DFFE_PP0P_
after CTS | Dmemory[1][2]$_DFFE_PP0P_ | 1 | Dmemory[1][2]$_DFFE_PP0P_
-- stage by stage --
stage / hold WS, ps / total power, mW / utilization (%)
2_1_floorplan: 456 / 12.4 / -
6_report: 486 / 22.0 / 34.9
5_1_grt: 504 / 22.7 / 34.9
4_1_cts: 489 / 22.0 / 34.9
3_5_place_dp: 475 / 13.0 / 32.4
3_3_place_gp: 466 / 12.9 / 32.4
-- per-layer routing --
layer / track usage (%) / wire length [µm] / up-vias
li1: - / - / 24368
met4: 12.3 / 22600 / 18
met5: 0.744 / 288 / -
met2: 34.4 / 150000 / 3186
met1: 29.6 / 130000 / 32294
met3: 15.4 / 53100 / 1002
-- power groups by stage --
| stage | Clock, mW | Sequential (mW) | Combinational (mW) |
|---|---|---|---|
| CTS | 9.19 | 10.9 | 1.99 |
| global route | 9.55 | 11.0 | 2.15 |
| finish | 9.10 | 10.9 | 1.98 |
-- cell usage after synthesis (3+ instances only) --
| master | number | share of area [%] |
|---|---|---|
| dfrtp_1 | 2048 | 57 |
| mux2_2 | 2034 | 26 |
| a22oi_1 | 833 | 7.0 |
| clkbuf_1 | 320 | 1.3 |
| buf_2 | 267 | 1.5 |
| nand2_1 | 163 | 0.69 |
| nand4_1 | 115 | 0.81 |
| nor2_1 | 71 | 0.30 |
| and3_1 | 70 | 0.49 |
| buf_1 | 67 | 0.28 |
| a22o_1 | 57 | 0.56 |
| nand3_1 | 53 | 0.30 |
| nor4_1 | 51 | 0.36 |
| o21ai_0 | 46 | 0.26 |
| nor3_1 | 30 | 0.17 |
| a31oi_1 | 29 | 0.20 |
| mux2_1 | 29 | 0.37 |
| a21oi_1 | 28 | 0.16 |
| a222oi_1 | 22 | 0.25 |
| and2_1 | 21 | 0.15 |
| a2111oi_0 | 20 | 0.20 |
| a221o_1 | 19 | 0.21 |
| o211ai_1 | 17 | 0.14 |
| o22ai_1 | 13 | 0.091 |
| buf_4 | 11 | 0.093 |
| mux2i_1 | 8 | 0.090 |
| and2_0 | 5 | 0.035 |
| nor2_2 | 5 | 0.035 |
| and4_1 | 4 | 0.039 |
| and4bb_2 | 4 | 0.056 |
| inv_1 | 4 | 0.017 |
| nor2b_1 | 4 | 0.028 |
| o2111ai_1 | 4 | 0.039 |
| o2bb2ai_1 | 4 | 0.039 |
| or4b_1 | 4 | 0.045 |
| nand2b_1 | 3 | 0.021 |
| nand4b_2 | 3 | 0.051 |
-- cell families (layout without fill, tap and decap cells) --
| kind of cell | after synthesis | in the layout | synth area share (%) |
|---|---|---|---|
| and+or+nand+nor | 624 | 624 | 3.80 |
| other | 0 | 14 | 0 |
| muxes | 2071 | 2071 | 26.2 |
| AOI/OAI and AO/OA | 1104 | 1104 | 9.30 |
| buffers and inverters | 671 | 796 | 3.26 |
| DFF | 2048 | 2048 | 57.5 |
Power figures rest on the tool's default switching activity, not on a simulated workload.
